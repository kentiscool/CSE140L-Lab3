`/design/flow/config.mk`:
```
export PLATFORM = sky130hd
export DESIGN_NAME = traffic_light_controller
export DESIGN_NICKNAME = traffic_light_controller
export VERILOG_FILES = /design/flow/design.v
export SDC_FILE = /design/flow/constraint.sdc
export NUM_CORES = 4
export LEC_CHECK = 1
export CORE_UTILIZATION = 40
export SYNTH_HDL_FRONTEND = slang
```
`/design/flow/constraint.sdc`:
```
current_design traffic_light_controller

set clk_period 5.1
set clk_io_pct 0.2

create_clock -name clk0 -period $clk_period [get_ports {clk}]

set non_clock_inputs [all_inputs -no_clocks]
set_input_delay [expr $clk_period * $clk_io_pct] -clock clk0 $non_clock_inputs
set_output_delay [expr $clk_period * $clk_io_pct] -clock clk0 [all_outputs]
```
`/design/flow/design.v`:
```
package light_package;
  typedef enum logic[1:0] {red, yellow, green} colors;
endpackage
import light_package ::*;            
module traffic_light_controller(
  input clk, reset, ew_str_sensor, ew_left_sensor, ns_sensor,   
  output colors ew_str_light, ew_left_light, ns_light);      
  typedef enum {GRR, YRR, ZRR, HRR, RGR, RYR, RZR, RHR, RRG, RRY, RRZ, RRH} tlc_states;  
  tlc_states    present_state, next_state;
  integer ctr5, next_ctr5,        
          ctr10, next_ctr10;      
  always_ff @(posedge clk)
    if(reset) begin
	  present_state <= RRH;         
      ctr5          <= 0;
      ctr10         <= 0;
    end  
	else begin
	  present_state <= next_state;
      ctr5          <= next_ctr5;
      ctr10         <= next_ctr10;
    end  
  always_comb begin
    next_state = HRR;             
    next_ctr5  = 0; 
    next_ctr10 = 0;
    case(present_state)
	  GRR: begin 
		next_ctr10 = ctr10 + 1;
		if (!ew_str_sensor) begin
			next_ctr5 = ctr5 + 1;
		end
		if (ctr10 >= 9 && (ew_left_sensor || ns_sensor)) begin
			next_state = YRR;
		end else if (ctr5 >= 5 && !ew_str_sensor) begin 
			next_state = YRR;
		end else begin 
			next_state = GRR;
		end
      end  
	  YRR: next_state = ZRR;
	  ZRR: next_state = HRR;
	  HRR: begin 
		if (ew_left_sensor) begin 
			next_state = RGR;
		end else if (ns_sensor) begin
			next_state = RRG;
		end else if (ew_str_sensor) begin 
			next_state = GRR;
		end else begin 
			next_state = HRR;
		end
	  end 
	  RGR: begin
		next_ctr10 = ctr10 + 1;
		if (!ew_left_sensor) begin
			next_ctr5 = ctr5 + 1;
		end
		if (ctr10 >= 9 && (ew_str_sensor || ns_sensor)) begin
			next_state = RYR;
		end else if (ctr5 >= 5 && !ew_left_sensor) begin 
			next_state = RYR;
		end else begin 
			next_state = RGR;
		end
	  end
	  RYR: next_state = RZR;
	  RZR: next_state = RHR;
	  RHR: begin 
		if (ns_sensor) begin 
			next_state = RRG;
		end else if (ew_str_sensor) begin
			next_state = GRR;
		end else if (ew_left_sensor) begin 
			next_state = RGR;
		end else begin 
			next_state = RHR;
		end
	  end 
	  RRG: begin
		next_ctr10 = ctr10 + 1;
		if (!ns_sensor) begin
			next_ctr5 = ctr5 + 1;
		end
		if (ctr10 >= 9 && (ew_str_sensor || ew_left_sensor)) begin
			next_state = RRY;
		end else if (ctr5 >= 5 && !ns_sensor) begin 
			next_state = RRY;
		end else begin 
			next_state = RRG;
		end
	  end
	  RRY: next_state = RRZ;
	  RRZ: next_state = RRH;
	  RRH: begin 
		if (ew_str_sensor) begin 
			next_state = GRR;
		end else if (ew_left_sensor) begin
			next_state = RGR;
		end else if (ns_sensor) begin 
			next_state = RRG;
		end else begin 
			next_state = RRH;
		end
	  end 
    endcase
  end
  always_comb begin
    ew_str_light = red;                 
	ew_left_light = red;
	ns_light = red;
    case(present_state)       
      GRR:     ew_str_light = green;
	  YRR,ZRR: ew_str_light = yellow;   
	  RGR:     ew_left_light = green;
	  RYR,RZR: ew_left_light = yellow;
	  RRG:     ns_light = green;
	  RRY,RRZ: ns_light = yellow;
    endcase
  end
endmodule
```
`/design/flow/run.sh`:
```
#!/bin/bash
# OpenROAD 26Q1-2900-gdf79404cd8, Yosys 0.63+post, stock flow scripts
make -C /OpenROAD-flow-scripts/flow DESIGN_CONFIG=/design/flow/config.mk WORK_HOME=/design/flow/orfs finish
```
==> results_slide.txt <==
Flow Results at a Glance

Synthesis
  – Yosys warns: 0
  – Synth Register Bits: 76
  – Synth cell types: 43
  – Top logic family: simple AND/OR/NAND/NOR gates
  – XOR/XNOR Area Share: between 10% and 20%
  – Post-synthesis simple-gate area fraction: roughly a third
  – Synthesis area per yosys: between 3000 and 4000 µm²
  – Synth Seq Share: a little over two fifths
  – Post-synth ARST share: 0%
  – Number of standard cells reported by yosys: 410
  – Area share, top type: a little over two fifths
  – Synth Instances: around 410
  – AO/OA Area Share: under 10%
  – Synth Area per Inst: roughly 8.7 µm²
  – Number of enable flip-flop cells: 0
  – Post-Syn Area: between 3000 and 4000 µm²
  – MUX share of area: 0%
  – Adder share: approximately 2.1%
  – Most area-hungry cell type in the Yosys netlist: dfxtp_1
  – Most common flop cell mapped by yosys: dfxtp_1
  – Synth top area cells: dfxtp_1 (42%), xor2_1 (9.5%), nor2_1 (7.1%), nand4_1 (3.7%), nand3_1 (2.7%)

Final timing
  – Top achievable clock speed: 0.373 GHz
  – Final setup fails: 0
  – Final Max-Slew Violation Tally: 0
  – Period utilization: between 50% and 60%
  – Final Skew: 12.8 ps
  – Setup TNS: 0 ps
  – Slew headroom: between 50% and 60%
  – Slew @ Worst Pin: 708 ps
  – Final hold vios: 0
  – RSZ-0062 raised after global routing: false
  – Tmin final: roughly 2700 ps

Critical path
  – Slowest stage delay, CP: a little over 800 ps
  – Required @ worst endpoint: approximately 5300 ps
  – Maximum fanout along the worst path: 19
  – Critical Path Sink Type: register
  – Reg2Reg Setup Slack: around 3200 ps
  – Slowest stage cell on the critical path: clkdlybuf4s50_1
  – Crit Path Class: primary input to register
  – Reg-to-Reg Start: ctr5[0]
  – Crit path DAT: a little under 3000 ps
  – Worst path cell trace: clkdlybuf4s50_1 > or2_0 > buf_4 > nor2_1
  – Worst R2R Path Depth: 6
  – CP startpoint kind: primary input
  – Reg2reg end: ctr5[16]

Global route
  – Largest net degree at the start of global routing: 33
  – First-pass GRT wire length: around 11000 µm
  – GRT Residual Overflow: 0
  – Gr usage total: between 10% and 20%
  – Antenna violations before repair: 0
  – Vias in the first global route: 2457

Layout
  – Post-layout util: roughly 46%
  – P&R area growth vs syn: 10.6%
  – Finished Cell Area: between 3000 and 4000 µm²
  – Fill count: approximately 830
  – Share of layout cells above drive strength 1: approximately 9.2%

Detailed routing
  – First-pass DRT Iterations: 4
  – Vias: 2786
  – WL/cell: ~12 µm
  – Number of inserted diodes: 0
  – Initial drt markers: 115
  – Vias/cell: around 5.2
  – DRC violations left: 0
  – Post-route ant nets: 0
  – Routed WL: 6470 µm

Floorplan
  – Die Span Y: 96.7 µm
  – Fp_density: about two fifths
  – I/O pin count: 11
  – Core Footprint: around 8700 µm²
  – Die area: 9340 µm²
  – Row Count: 34
  – Horiz. Die Dim: approximately 97 µm

Hold path
  – WHS Path Cells: 1
  – Hold crit path type: register to register
  – Hold-critical path endpoint: present_state[5]
  – Min-delay src: present_state[8]

CTS
  – CTS Buf Count: 9
  – Post-CTS sizing: 0
  – CTS H-Tree Depth: 3
  – Post-CTS setup buffer count: 0
  – Hold-fix buffers at CTS: 0
  – CTS clk-pin slew, worst paths: 80 ps
  – Clk latency late pin: ~340 ps
  – CTS max path bufs: 2
  – TritonCTS clock tree: done
  – Clock root cell: clkbuf_8
  – CTS Sinks: about 76

Pwr
  – Power Total: 0.00107 W
  – Leakage power: roughly 1.4 nW
  – Power density cells: 270 nW/µm²
  – Worst VDD drop: between 0.00015 and 0.0002 V

Place
  – Hpwl dp: about 4400 µm
  – Placed Instance Area: 3780 µm²
  – GP Congestion: approximately 0.84
  – Port buffer count: 10

Status
  – Status: completed

Run
  – Max Cap Viol: 0
  – Tool warnings: 29
==> layer usage <==
layer / track usage [%] / part of all wire, %
met1: 23.8 / 54
met2: 21.3 / 41
met3: 2.57 / 3.4
met4: 1.95 / 1.5
met5: 0 / 0
==> logic make-up after synthesis <==
kind of cell	Yosys count
compound gates	44
xor+xnor	49
fa+ha+maj	6
buf+inv	25
flops	76
simple gates	210
==> metrics by stage <==
step	instances	setup WS, ps	hold slack, ps
final	532	2420	456
after global routing	532	2310	472
after CTS	532	2380	462
after detailed placement	517	2020	442
after global placement	517	2080	442
after floorplan	410	3080	410
==> sequential cells by signal, summed over array words and instances (netlist names) <==
signal         cells
ctr10             32
ctr5              32
present_state     12
==> cell usage after synthesis, types with 8 or more instances <==
cell type,count
xor2_1,39
nor2_1,68
o21ai_0,12
nand2_1,25
nand4_1,21
or3_1,12
xnor2_1,10
a21oi_1,17
inv_1,10
dfxtp_1,76
nor4_1,15
and3_1,9
nand3_1,19
clkbuf_1,8
==> layout by cell type, fill, tap and decap left out, types with 3 or more instances in the layout <==
master / n
dfxtp_1: 76
nor2_1: 68
xor2_1: 39
nand2_1: 25
nand4_1: 21
nand3_1: 19
a21oi_1: 17
nor4_1: 15
o21ai_0: 12
or3_1: 12
inv_1: 10
xnor2_1: 10
clkdlybuf4s50_1: 10
and3_1: 9
clkbuf_8: 9
nor3_1: 6
o31ai_1: 6
ha_1: 6
nand2b_1: 5
and4_1: 5
buf_4: 4
or2_2: 3
nor2b_1: 3
a221oi_2: 3
nor3_4: 3
nand4b_1: 3
clkinv_2: 3
==> power breakdown <==
| part | internal [W] | switching, W | total, W |
|---|---|---|---|
| registers | 0.000596 | 0.00000452 | 0.000600 |
| clock network | 0.000222 | 0.000215 | 0.000437 |
| logic | 0.0000127 | 0.0000196 | 0.0000322 |
| total | 0.000831 | 0.000239 | 0.00107 |
==> cell type report <==
class | count | area (µm²) | area share (%)
multi-input cells | 309 | 1960 | 49.4
well taps | 108 | 135 | 3.41
repair buffers | 14 | 130 | 3.28
inverters | 10 | 37.5 | 0.947
clock buffers | 10 | 128 | 3.22
flip-flops and latches | 76 | 1520 | 38.4
clock inverters | 5 | 53.8 | 1.36
==> critical path, delay by kind of cell <==
| kind | cells | cell delay, ps |
|---|---|---|
| buffers and inverters | 2 | 1170 |
| AND/OR/NAND/NOR | 2 | 710 |
==> how the worst max path moves through the flow <==
stage,start,end,slack (ps),depth (start not counted)
5_1_grt,reset,ctr10[18],2310,4
4_1_cts,reset,ctr10[19],2380,4
6_report,reset,ctr10[19],2420,4
Power figures rest on the tool's default switching activity, not on a simulated workload.
